[./run.sh]
#!/bin/bash
# OpenROAD 26Q1-2900-gdf79404cd8, Yosys 0.63+post, stock flow scripts
make -C /OpenROAD-flow-scripts/flow DESIGN_CONFIG=/design/flow/config.mk WORK_HOME=/design/flow/orfs finish
[./config.mk]
export PLATFORM = sky130hd
export DESIGN_NAME = ID_EX
export DESIGN_NICKNAME = ID_EX
export VERILOG_FILES = /design/flow/design.v
export SDC_FILE = /design/flow/constraint.sdc
export NUM_CORES = 4
export LEC_CHECK = 1
export CORE_UTILIZATION = 30
[./constraint.sdc]
current_design ID_EX

set clk_period 1.0
set clk_io_pct 0.2

create_clock -name clk0 -period $clk_period [get_ports {i_clk}]

set non_clock_inputs [all_inputs -no_clocks]
set_input_delay [expr $clk_period * $clk_io_pct] -clock clk0 $non_clock_inputs
set_output_delay [expr $clk_period * $clk_io_pct] -clock clk0 [all_outputs]
[./design.v]
module ID_EX(input i_clk,
            input i_rst_n,
            input enable,
            input i_insn_vld,
            input [31:0] i_pc,
            input [31:0] i_instr,
            input i_rd_wren,
            input [2:0] i_ld_en,
            input i_opa_sel, i_opb_sel,
            input i_lsu_wren,
            input [3:0] i_alu_op,
            input i_br_un,
            input [1:0] i_wb_sel,
            input [31:0] i_rs1_data, i_rs2_data,
            output logic o_insn_vld,
            output logic [31:0] o_pc,
            output logic [31:0] o_instr,
            output logic o_rd_wren,
            output logic [2:0] o_ld_en,
            output logic o_opa_sel, o_opb_sel,
            output logic o_lsu_wren,
            output logic [3:0] o_alu_op,
            output logic o_br_un,
            output logic [1:0] o_wb_sel,
            output logic [31:0] o_rs1_data, o_rs2_data
            );
   always_ff @(posedge i_clk) begin
      if (!i_rst_n) begin
         o_pc <= 32'b0;     
         o_instr <= 32'h00000013;    
         o_rd_wren <= 1'b0;
         o_ld_en <= 3'b0;
         o_opa_sel <= 1'b0;
         o_opb_sel <= 1'b0;
         o_lsu_wren <= 1'b0;
         o_alu_op <= 4'h0;
         o_br_un <= 1'b0;
         o_insn_vld <= 1'b0;
         o_wb_sel <= 2'b0;
         o_rs1_data <= 32'h0;
         o_rs2_data <= 32'h0;
      end
      else if (enable) begin
         o_pc <= i_pc;
         o_instr <= i_instr;    
         o_rd_wren <= i_rd_wren;
         o_ld_en <= i_ld_en;
         o_opa_sel <= i_opa_sel;
         o_opb_sel <= i_opb_sel;
         o_lsu_wren <= i_lsu_wren;
         o_alu_op <= i_alu_op;
         o_br_un <= i_br_un;
         o_insn_vld <= i_insn_vld;
         o_wb_sel <= i_wb_sel;
         o_rs1_data <= i_rs1_data;
         o_rs2_data <= i_rs2_data;
      end
   end
endmodule
==> impl_metrics.json <==
{
  "status": "finished, violations left",
  "violations": "setup timing",
  "syn2layout_area_growth_pct": 61.5,
  "min_from": "i_rst_n",
  "grt_start_max_net_pins": 58,
  "r2r_end": "o_instr[4]",
  "cts_made_buffers": 17,
  "grt_use_met3_pct": 7.10,
  "timing.slew.headroom_pct": 82.6,
  "fin_crit_ps": 1040,
  "ys.warnings.count": 1,
  "cts.path.max_buffers": 2,
  "period_used_pct": 104,
  "max-cap-violations": 0,
  "path_cells": "buf_2",
  "critPathSlowestCell": "dfxtp_2",
  "use_met2_pct": 25.9,
  "arrival_ps": 840,
  "syn_inst": 460,
  "slew_viol_final": 0,
  "path_buffers": 1,
  "portBuffers": 288,
  "drive_gt1_share_pct": 44.1,
  "synth_top_area_share_pct": 52.9,
  "p_leak_nw": 4.05,
  "setup_viol": 143,
  "nFillCells": 1543,
  "synth_area_per_cell_um2": 11.8,
  "cts_hold_buffers": 0,
  "yosysCellCount": 460,
  "grt_pass1_wl_mm": 22.3,
  "antenna_found_initial": 1,
  "finalHoldViolCount": 0,
  "cp_max_fo": 2,
  "dieHeight_um": 136,
  "edf_count": 0,
  "fp-utilization_pct": 31.0,
  "whs_endpoint": "o_instr[1]",
  "ff2ff_setup_slack_ps": 260,
  "clock-sinks": 143,
  "cp_top_family": "flip-flops",
  "yosys_area_mm2": 0.00542,
  "fin_ws_ps": -44.8,
  "clock_latency_ps": 410,
  "tritoncts": "built",
  "ff2ff_path_depth": 3,
  "dpl.hpwl_mm": 10.4,
  "first_pass_iters": 4,
  "wl_per_cell_um": 14.6,
  "hp-class": "in -> reg",
  "netlist_area_mm2": 0.00542,
  "drc": 0,
  "fin_skew_ps": 0,
  "synth_cell_type_count": 9,
  "combGateArea_mm2": 0.00232,
  "use_met1_pct": 20.1,
  "fmax_mhz": 957,
  "via_count": 4217,
  "clk_pin_slew_worst_paths_ps": 60,
  "fin_setup_tns_ps": -4080,
  "core-area_mm2": 0.0175,
  "worstMarginPinSlew_ps": 261,
  "whs_path_depth": 3,
  "synth_flops": 143,
  "grt_pass1_vias": 4249,
  "root_buffer": "clkbuf_16",
  "rr_startpoint": "o_instr[4]",
  "place_area_mm2": 0.00852,
  "io_pins": 289,
  "crit_type": "reg -> out",
  "h-tree-depth": 4,
  "yosysSeqAreaShare_pct": 52.9,
  "ir_drop_uv": 1820,
  "power_density_mw_per_mm2": 1700,
  "die-width_um": 136,
  "area_leaders": "dfxtp_1 53%, mux2i_1 26%, nor2b_1 16%, buf_8 1.9%, buf_4 1.1%",
  "top_usage_layer": "met2",
  "grtUsageTotal_pct": 15.9,
  "antenna_left": 0,
  "wl_mm": 14.6,
  "dieArea_mm2": 0.0186,
  "largest_area_cell": "dfxtp_1",
  "cpPeakStageDelay_ps": 320,
  "ys_top_cells_by_count": "143 x dfxtp_1, 143 x mux2i_1, 140 x nor2b_1",
  "seq_area_mm2": 0.00304,
  "warnings": 27,
  "ys_dominant_reg_cell": "dfxtp_1",
  "synthArstFlopShare_pct": 0,
  "row_count": 48,
  "drt_iter0_markers": 80,
  "gp_congestion": 0.785,
  "grt_overflow": 0,
  "crit_required_ps": 800,
  "diodes": 0,
  "critPathLaunchType": "register",
  "post-place-ws_ps": -73.7,
  "rsz0062_at_grt": "yes",
  "fin_area_mm2": 0.00875,
  "viasPerCell": 4.24,
  "end_kind": "output port"
}
## per-stage QoR
step | util [%] | instances | power [mW] | hold slack (ps)
final | 50.0 | 994 | 14.9 | 224
after global placement | 48.7 | 954 | 8.39 | 466
after global routing | 50.0 | 994 | 15.6 | 213
after floorplan | - | 460 | 7.01 | 328
after detailed placement | 48.7 | 954 | 8.41 | 482
after CTS | 49.7 | 991 | 15.1 | 205
## flip-flops by register name, summed over array words and instances, names as in the netlist, 2 cells and up
signal      cells
o_alu_op        4
o_instr        32
o_ld_en         3
o_pc           32
o_rs1_data     32
o_rs2_data     32
o_wb_sel        2
## worst min-delay path, stage by stage
cell,delay (ps)
buf_2,150
buf_12,180
nand2_1,60
## worst max-delay path by stage
stage	cells after the start	end	slack, ps	from
5_1_grt	1	o_rd_wren	-100	o_rd_wren
4_1_cts	1	o_pc[8]	-70	o_pc[8]
6_report	1	o_pc[8]	-40	o_pc[8]
## timing repair
item                                   in CTS  in global routing
setup endpoints to repair                 143                143
gates resized                             603                  5
setup buffers                               5                  3
endpoints found under the hold margin       0                  0
pin swaps                                   0                  0
## layout make-up
class	count	area share (%)
repair buffers	308	28.2
well taps	225	3.22
flip-flops and latches	143	34.8
multi-input cells	286	26.5
clock buffers	20	5.22
clock inverters	12	2.10
## placed cells by master (no fill, tap or decap)
| cell | Yosys | layout |
|---|---|---|
| clkbuf_1 | 13 | 1 |
| buf_2 | 2 | 134 |
| clkdlybuf4s50_1 | 0 | 143 |
| inv_6 | 0 | 1 |
| mux2i_1 | 143 | 143 |
| clkinvlp_4 | 0 | 2 |
| buf_4 | 8 | 13 |
| buf_6 | 1 | 11 |
| nand2_1 | 3 | 3 |
| buf_12 | 0 | 7 |
| clkbuf_16 | 0 | 17 |
| dfxtp_2 | 0 | 143 |
| nor2b_1 | 140 | 140 |
| clkinv_4 | 0 | 4 |
| clkinv_2 | 0 | 1 |
| bufinv_16 | 0 | 4 |
| clkbuf_8 | 0 | 2 |
## power breakdown
group	switching [mW]	internal [mW]
registers	0.161	6.11
logic	0.574	1.23
clock network	2.47	4.33
total	3.20	11.7
## logic make-up after synthesis
logic type	Yosys count	synth area share, %
buf+inv	31	4.34
flops	143	52.9
mux	143	26.4
simple gates	143	16.4
## layer usage
metal  share of wire, %  wire, um
met1                 40      5860
met2                 47      6830
met3                 11      1660
met4                1.3       188
met5               0.10        15
No activity file was given, so power comes from the tool's default toggle rates.
