**./config.mk**
```make
export PLATFORM = sky130hd
export DESIGN_NAME = regfile
export DESIGN_NICKNAME = regfile
export VERILOG_FILES = /design/flow/design.v
export SDC_FILE = /design/flow/constraint.sdc
export NUM_CORES = 4
export LEC_CHECK = 1
export CORE_UTILIZATION = 30
```
**./constraint.sdc**
```tcl
current_design regfile

set clk_period 11.7
set clk_io_pct 0.2

create_clock -name clk0 -period $clk_period [get_ports {i_clk}]

set non_clock_inputs [all_inputs -no_clocks]
set_input_delay [expr $clk_period * $clk_io_pct] -clock clk0 $non_clock_inputs
set_output_delay [expr $clk_period * $clk_io_pct] -clock clk0 [all_outputs]
```
**./design.v**
```verilog
module regfile(
    input logic i_clk,
    input logic i_rst,
    input logic i_rd_wren,
    input logic [4:0] i_rs1_addr,
    input logic [4:0] i_rs2_addr,
    input logic [4:0] i_rd_addr,
    input logic [31:0] i_rd_data,
    output logic [31:0] o_rs1_data,
    output logic [31:0] o_rs2_data
);
    logic [31:0] reg_addr [0:31] ;
    always_comb begin  
        if (i_rs1_addr == 5'b0) o_rs1_data = 32'b0;
        else o_rs1_data = reg_addr[i_rs1_addr]; 
        if (i_rs2_addr == 5'b0) o_rs2_data = 32'b0;
        else o_rs2_data = reg_addr[i_rs2_addr];
    end
    always_ff @(posedge i_clk, posedge i_rst) begin  
        if (i_rst) begin
            reg_addr[0] <= 32'd0; 
            reg_addr[1] <= 32'd0; 
            reg_addr[2] <= 32'd0; 
            reg_addr[3] <= 32'd0; 
            reg_addr[4] <= 32'd0; 
            reg_addr[5] <= 32'd0; 
            reg_addr[6] <= 32'd0; 
            reg_addr[7] <= 32'd0; 
            reg_addr[8] <= 32'd0; 
            reg_addr[9] <= 32'd0; 
            reg_addr[10] <= 32'd0; 
            reg_addr[11] <= 32'd0; 
            reg_addr[12] <= 32'd0; 
            reg_addr[13] <= 32'd0; 
            reg_addr[14] <= 32'd0; 
            reg_addr[15] <= 32'd0; 
            reg_addr[16] <= 32'd0; 
            reg_addr[17] <= 32'd0; 
            reg_addr[18] <= 32'd0; 
            reg_addr[19] <= 32'd0; 
            reg_addr[20] <= 32'd0; 
            reg_addr[21] <= 32'd0; 
            reg_addr[22] <= 32'd0; 
            reg_addr[23] <= 32'd0; 
            reg_addr[24] <= 32'd0; 
            reg_addr[25] <= 32'd0; 
            reg_addr[26] <= 32'd0; 
            reg_addr[27] <= 32'd0; 
            reg_addr[28] <= 32'd0; 
            reg_addr[29] <= 32'd0; 
            reg_addr[30] <= 32'd0; 
            reg_addr[31] <= 32'd0;
        end
        else if ((i_rd_wren == 1) && (i_rd_addr != 5'b0)) reg_addr[i_rd_addr] <= i_rd_data;
        else reg_addr[i_rd_addr] <= reg_addr[i_rd_addr];
    end
endmodule
```
**./run.sh**
```bash
#!/bin/bash
# OpenROAD 26Q1-2900-gdf79404cd8, Yosys 0.63+post, stock flow scripts
make -C /OpenROAD-flow-scripts/flow DESIGN_CONFIG=/design/flow/config.mk WORK_HOME=/design/flow/orfs finish
```
==> impl_metrics.json <==
{
  "top_register": "reg_addr",
  "worstSetupEndpointType": "output port",
  "layout.cells.non_filler": 9267,
  "async_reset_ff_share_pct": 100,
  "hold_violations": 0,
  "first_pass_iters": 30,
  "finClkSkew_ns": 0.0380,
  "reg2reg_to": "reg_addr[11][4]",
  "regToRegSetupSlack_ns": 8.25,
  "startpoint": "i_rs1_addr[1]",
  "vias": 67100,
  "chipArea_sq_um": 193000,
  "clkLatencyLatePin_ns": 0.84,
  "path_clk_slew_ns": 0.07,
  "largest_reg_flops": 993,
  "grt_usage_pct": 46.7,
  "clock-sinks": 993,
  "ys_cells": 6786,
  "rr_startpoint": "reg_addr[29][4]",
  "place_ws_ns": 2.43,
  "grt_pass1_vias": 63500,
  "largestRegisters": "reg_addr: 993 flops",
  "final_cell_mix": "dfrtp_1, a22oi_1, nand2_1",
  "failed_checks": "capacitance limit, slew limit",
  "drive_gt1_share_pct": 12.3,
  "powerDensity_nw_per_um2": 178,
  "syn_avg_cell_area_sq_um": 8.45,
  "worst_slew_pin_slew_ns": 1.55,
  "fmax_mhz": 104,
  "placed_area_sq_um": 62300,
  "grt_start_max_net_pins": 105,
  "numSynthFlops": 993,
  "worstHoldStart": "reg_addr[0][0]",
  "place_hpwl_um": 283000,
  "whs_path_depth": 0,
  "design_area_sq_um": 66600,
  "htree_levels": 3,
  "die_h_um": 439,
  "coreArea_sq_um": 190000,
  "status": "finished, violations left",
  "clock-root-buffer": "clkbuf_16",
  "floorplan.rows": 160,
  "via_per_inst": 7.24,
  "syn-cell-area_sq_um": 57300,
  "fin_crit_sh_pct": 82.1,
  "edf_count": 0,
  "port_buffers": 113,
  "routed_wirelength_um": 445000,
  "drt_iter0_markers": 10600,
  "slew_headroom_pct": -5.79,
  "cts_setup_buffers": 0,
  "fp_util_pct": 30.2,
  "grt_pass1_wl_um": 589000,
  "ys_area_sq_um": 57300,
  "ctsHoldBuffers": 0,
  "worstPathArrival_ns": 7.27,
  "warnings": 29,
  "yosysUniqueCellTypes": 76,
  "ant_nets": 0,
  "num-fill-cells": 19200,
  "worst_r2r_path_depth": 6,
  "ir_drop_mv": 0.146,
  "required_ns": 9.36,
  "rsz0062_at_grt": "no",
  "worstPathMaxFanout": 19,
  "place.gp.congestion": 1.09,
  "min_period_ns": 9.61,
  "io_pins": 114,
  "critical_path_class": "input pin to output port",
  "tritoncts": "built",
  "wl_per_cell_um": 48.1,
  "areaGrowthSynthToFinish_pct": 16.1,
  "synth_warnings": 2,
  "ys.flop_type": "dfrtp_1",
  "syn_inst": 6786,
  "route.detailed.drc": 0,
  "min_path_type": "flop to flop",
  "placed_cells": 9014,
  "grt_overflow": 0,
  "power.leakage_nw": 27.5,
  "cts.repair.resized": 0,
  "antenna_found_initial": 44,
  "maxCapViolCount": 2,
  "clock_tree.buffer_depth": 3,
  "lay_top_count": "dfrtp_1",
  "yosysSeqAreaShare_pct": 43.3,
  "chipWidth_um": 439,
  "setup_viol": 0,
  "min_to": "reg_addr[0][0]",
  "cts_buffers": 118,
  "setup_slack_ns": 2.09,
  "start_kind": "input pin",
  "drv_slew": 12
}
[layer usage]
layer	routed length, um	vias to the layer above	global-route usage, %
met5	672	-	1.91
met4	41400	57	33.3
met3	69000	2145	26.0
met2	174000	6195	60.8
met1	160000	33200	58.0
li1	-	25600	-
[cells by family (layout without fill, tap and decap cells)]
group	Yosys count	count (layout)	share of synthesized area, %
compound gates	2604	2604	30.2
buf+inv	802	738	5.67
flops	993	993	43.3
mux	90	90	1.74
other cells	0	34	0
simple gates	2297	2297	19.1
[critical path: stages]
cell and delay [ns]:
clkdlybuf4s50_1 1.01, nand2b_1 0.65, nor2_4 0.83, buf_4 0.70, a22oi_1 0.19, nand2_1 0.11
nor3_1 0.07, a31oi_1 0.69, clkdlybuf4s50_1 0.60
[synth_stat cells (6+ instances only)]
| cell | number | area, sq um |
|---|---|---|
| a2111o_1 | 6 | 67.6 |
| a2111oi_0 | 95 | 832 |
| a211oi_1 | 15 | 113 |
| a21boi_0 | 6 | 45.0 |
| a21oi_1 | 315 | 1580 |
| a221o_1 | 7 | 70.1 |
| a221oi_1 | 35 | 307 |
| a222oi_1 | 55 | 551 |
| a22o_1 | 29 | 254 |
| a22oi_1 | 947 | 7110 |
| a31oi_1 | 411 | 2570 |
| a32oi_1 | 9 | 78.8 |
| and2_1 | 11 | 68.8 |
| and3_1 | 414 | 2590 |
| buf_1 | 32 | 120 |
| buf_2 | 99 | 495 |
| buf_4 | 7 | 52.6 |
| buf_6 | 8 | 90.1 |
| clkbuf_1 | 607 | 2280 |
| clkbuf_2 | 24 | 120 |
| dfrtp_1 | 993 | 24800 |
| inv_1 | 25 | 93.8 |
| mux2_2 | 66 | 743 |
| mux2i_1 | 23 | 230 |
| nand2_1 | 754 | 2830 |
| nand2b_1 | 23 | 144 |
| nand3_1 | 167 | 836 |
| nand3b_1 | 17 | 128 |
| nand4_1 | 183 | 1140 |
| nor2_1 | 534 | 2000 |
| nor2b_1 | 10 | 62.6 |
| nor3_1 | 90 | 450 |
| nor4_1 | 38 | 238 |
| o2111ai_1 | 14 | 123 |
| o21ai_0 | 560 | 2800 |
| o21ai_1 | 19 | 95.1 |
| o22ai_1 | 9 | 56.3 |
| o31ai_1 | 32 | 240 |
| or2_2 | 7 | 43.8 |
| or3_1 | 7 | 43.8 |
| or3b_2 | 8 | 70.1 |
[where the power goes]
part | leakage (nW) | internal (mW) | switching, mW
logic | 13.0 | 0.769 | 1.39
registers | 12.5 | 4.21 | 1.37
clock network | 2.04 | 2.39 | 1.71
[worst max-delay path by stage]
stage | end | slack (ns)
CTS | o_rs1_data[31] | 2.42
global route | o_rs1_data[1] | 2.34
finish | o_rs1_data[31] | 2.09
[cell type report]
| class | instances | area, sq um | share of cell area [%] |
|---|---|---|---|
| Multi-Input combinational cell | 4991 | 30200 | 45.4 |
| Antenna cell | 34 | 85.1 | 0.128 |
| Sequential cell | 993 | 24800 | 37.3 |
| Clock buffer | 154 | 3260 | 4.89 |
| Tap cell | 2511 | 3140 | 4.72 |
| Clock inverter | 65 | 915 | 1.37 |
| Inverter | 25 | 97.6 | 0.147 |
| Timing Repair Buffer | 494 | 4020 | 6.03 |
[metrics by stage]
stage | power, mW | utilization, % | hold WS (ns) | setup TNS, ns
2_1_floorplan | 6.14 | - | 0.430 | -4290.08
3_3_place_gp | 7.60 | 32.8 | 0.366 | 0
3_5_place_dp | 7.61 | 32.8 | 0.369 | 0
4_1_cts | 11.7 | 35.0 | 0.383 | 0
5_1_grt | 12.1 | 35.0 | 0.392 | 0
6_report | 11.8 | 35.1 | 0.384 | 0
Power and IR drop assume default switching activity.
